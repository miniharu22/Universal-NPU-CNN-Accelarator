<file path="./config.mk">
export PLATFORM = sky130hd
export DESIGN_NAME = multiplier
export DESIGN_NICKNAME = multiplier
export VERILOG_FILES = /design/flow/design.v
export SDC_FILE = /design/flow/constraint.sdc
export NUM_CORES = 4
export LEC_CHECK = 1
export CORE_AREA = 10 10 241 241
export DIE_AREA = 0 0 251 251
export SYNTH_HDL_FRONTEND = slang
</file>
<file path="./design.v">
module MBE_enc(A, B, C, S);
    input A, B, C;       
    output [2:0] S;      
    assign S[2] = A;    
    assign S[1] = B ^ C;
    assign S[0] = (A & B & C) | ((~A) & (~B) & (~C));
endmodule
module PPG(multiplicand, multiplier, pp0,  pp1,  pp2,  pp3, neg0, neg1, neg2, neg3);
    input signed [7:0] multiplicand, multiplier;    
    wire [2:0] S[0:3];
    wire [2:0] S0;
    MBE_enc Me0(multiplier[1], multiplier[0], 1'b0, S[0]);           
    MBE_enc Me1(multiplier[3], multiplier[2], multiplier[1], S[1]);  
    MBE_enc Me2(multiplier[5], multiplier[4], multiplier[3], S[2]);  
    MBE_enc Me3(multiplier[7], multiplier[6], multiplier[5], S[3]);  
    wire [7:0] sign[0:3];
    genvar i;
    generate
    for(i=0; i<4; i=i+1) begin : signa
        assign sign[i] = multiplicand ^ {S[i][2], S[i][2], S[i][2], S[i][2], S[i][2], S[i][2], S[i][2], S[i][2]};
    end
    endgenerate
    wire [8:0] m[0:3];
    genvar j;
    generate
    for(j=0; j<4; j=j+1) begin : multia  
        assign m[j] = S[j][0] ? 9'b0_0000_0000 :         
                      S[j][1] ? {sign[j][7],sign[j]} :   
                                {sign[j], S[j][2]};      
    end
    endgenerate
    output [10:0] pp0;
    output [8:0] pp1, pp2, pp3;
    assign pp0 = {~m[0][8], m[0][8], m[0]};  
    assign pp1 = {~m[1][8], m[1][7-:8]};     
    assign pp2 = {~m[2][8], m[2][7-:8]};     
    assign pp3 = {~m[3][8], m[3][7-:8]};     
    output neg0, neg1, neg2, neg3;
    assign neg0 = (S[0][2]) & (~S[0][0]);
    assign neg1 = (S[1][2]) & (~S[1][0]);
    assign neg2 = (S[2][2]) & (~S[2][0]);
    assign neg3 = (S[3][2]) & (~S[3][0]);
endmodule
module multiplier(multiplicand, multiplier,
                        O14, O13, O12, O11, O10, O9, O8, O7, O6, O5, O4, O3, O2, O1, O0);
    input [8*9-1:0] multiplicand, multiplier;   
    wire signed [8-1:0] md[0:8], mr[0:8];
    wire [10:0] pp0[0:8];
    wire [8:0] pp1[0:8], pp2[0:8], pp3[0:8];
    wire neg0[0:8], neg1[0:8], neg2[0:8], neg3[0:8];
    genvar i;
    generate
    for(i=0; i<9; i=i+1) begin : app
        assign md[i] = multiplicand[8*9-1 - 8*i -: 8];
        assign mr[i] = multiplier[8*9-1 - 8*i -: 8];
        PPG P0(md[i], mr[i], pp0[i],  pp1[i],  pp2[i],  pp3[i], neg0[i], neg1[i], neg2[i], neg3[i]);
    end
    endgenerate
    wire [8:0] pp0_trans[0:11];
    wire [8:0] pp1_trans[0:9], pp2_trans[0:9], pp3_trans[0:9];
    genvar j;
    generate
    for(j=0; j<11; j=j+1) begin : transpose_pp0
        assign pp0_trans[j] = {pp0[0][j], pp0[1][j], pp0[2][j], pp0[3][j], pp0[4][j], pp0[5][j], pp0[6][j], pp0[7][j], 
                    pp0[8][j]};
    end
    for(j=0; j<9; j=j+1) begin : transpose_pp123
        assign pp1_trans[j] = {pp1[0][j], pp1[1][j], pp1[2][j], pp1[3][j], pp1[4][j], pp1[5][j], pp1[6][j], pp1[7][j], 
                    pp1[8][j]};
        assign pp2_trans[j] = {pp2[0][j], pp2[1][j], pp2[2][j], pp2[3][j], pp2[4][j], pp2[5][j], pp2[6][j], pp2[7][j], 
                    pp2[8][j]};
        assign pp3_trans[j] = {pp3[0][j], pp3[1][j], pp3[2][j], pp3[3][j], pp3[4][j], pp3[5][j], pp3[6][j], pp3[7][j], 
                    pp3[8][j]};
    end
    endgenerate
    output [8:0] O14, O13;
    output [17:0] O12, O11;
    output [35:0] O10, O9, O8, O7;
    output [44:0] O6;
    output [26:0] O5;
    output [35:0] O4;
    output [17:0] O3;
    output [26:0] O2;
    output [8:0] O1;
    output [17:0] O0;
    assign O14 = pp3_trans[8];      
    assign O13 = pp3_trans[7];
    assign O12 = {pp3_trans[6], pp2_trans[8]};   
    assign O11 = {pp3_trans[5], pp2_trans[7]};
    assign O10 = {pp3_trans[4], pp2_trans[6], pp1_trans[8], pp0_trans[10]};
    assign O9 = {pp3_trans[3], pp2_trans[5], pp1_trans[7], pp0_trans[9]};
    assign O8 = {pp3_trans[2], pp2_trans[4], pp1_trans[6], pp0_trans[8]};
    assign O7 = {pp3_trans[1], pp2_trans[3], pp1_trans[5], pp0_trans[7]};
    assign O6 = {pp3_trans[0], pp2_trans[2], pp1_trans[4], pp0_trans[6],
                 neg3[0], neg3[1], neg3[2], neg3[3], neg3[4], neg3[5], neg3[6], neg3[7], neg3[8]};  
    assign O5 = {pp2_trans[1], pp1_trans[3], pp0_trans[5]};
    assign O4 = {pp2_trans[0], pp1_trans[2], pp0_trans[4],
                 neg2[0], neg2[1], neg2[2], neg2[3], neg2[4], neg2[5], neg2[6], neg2[7], neg2[8]};
    assign O3 = {pp1_trans[1], pp0_trans[3]};
    assign O2 = {pp1_trans[0], pp0_trans[2],
                 neg1[0], neg1[1], neg1[2], neg1[3], neg1[4], neg1[5], neg1[6], neg1[7], neg1[8]};
    assign O1 = pp0_trans[1];
    assign O0 = {pp0_trans[0],
                 neg0[0], neg0[1], neg0[2], neg0[3], neg0[4], neg0[5], neg0[6], neg0[7], neg0[8]};
endmodule
</file>
<file path="./constraint.sdc">
current_design multiplier

set clk_period 2.7
set clk_io_pct 0.2

create_clock -name clk0 -period $clk_period

set non_clock_inputs [all_inputs -no_clocks]
set_input_delay [expr $clk_period * $clk_io_pct] -clock clk0 $non_clock_inputs
set_output_delay [expr $clk_period * $clk_io_pct] -clock clk0 [all_outputs]
</file>
<file path="./run.sh">
#!/bin/bash
# OpenROAD 26Q1-2900-gdf79404cd8, Yosys 0.63+post, stock flow scripts
make -C /OpenROAD-flow-scripts/flow DESIGN_CONFIG=/design/flow/config.mk WORK_HOME=/design/flow/orfs finish
</file>
==> results_slide.txt <==
Synthesis and Place & Route Summary

Run status
  • Status: finished clean

Timing
  • FMAX: between 300 and 400 MHz
  • RSZ-0062 raised after global routing: yes
  • Tmin final: around 2.7 ns
  • Period utilization: a little under 100%
  • Worst Tran Pin Value: 0.4308 ns
  • Total negative setup slack: 0 ns
  • Slew Limit Fails: 0
  • Fin. Hold Viols: 0
  • Max-slew headroom: 71.28%
  • Final setup violation count: 0

Die
  • FP Util: 19.56%
  • Die Height: 251 um
  • Die width: 251 um
  • IO Pins: 522
  • Cell Rows: 84
  • Die Size: 63000 um^2
  • Core area: 52660 um^2

Clock network
  • Hold Buf Count CTS: 0

Worst setup path
  • Worst EP arrival: ~2.1 ns
  • Worst Setup Path Type: primary input to output port
  • Critical path capture point type: output port
  • Crit-path max FO: 7
  • CP Data Required Time: 2.16 ns
  • Worst Setup Start Kind: primary input

Routing
  • # DRC: 0
  • DRT Pass-1 Iters: 5
  • Starting DRT DRC Count: 697
  • ANT nets after route: 0
  • DR WL/cell: between 15 and 20 um
  • Routed WL: ~53000 um
  • Via count: 13183
  • Vias/cell: ~5

Final layout
  • Area delta synth->final: 90.81%
  • Top cells excl fill/tap: clkdlybuf4s50_1 (286), buf_4 (274), xnor2_1 (201), nand4b_1 (188), dlygate4sd2_1 (168)
  • Flip-flops: 0
  • Comb area: 10010 um^2
  • Filler instances: slightly above 5000
  • Number of clock buffers in the layout: 0
  • Most common logic cell in the routed design: clkdlybuf4s50_1
  • Sequential cell area: 0 um^2
  • Post-layout util: 37.33%
  • Share of cells above drive strength 1: a little under a third

Global routing
  • GRT Total Usage: 15.34%
  • GR Overflow Total: 0
  • Largest net degree at the start of global routing: 27
  • First-pass GRT wire length: a little under 80000 um
  • Initial antenna violation count: 6
  • Vias in the first global route: between 10000 and 15000

Run
  • MaxCap Viol Count: 0
  • Count of tool warnings: 34

Logic synthesis
  • Compound Share, Synth: 24.60%
  • Area leader share: 19.13%
  • # Cells Yosys: between 1000 and 1500
  • Simple share: 24.47%
  • Area leader, netlist: xnor2_1
  • MUX share of area: 15.57%
  • XOR-XNOR Cells, Area Fraction: between 10% and 20%
  • Post-synthesis instance total: 1361
  • Cell area after synthesis: 10300 um^2
  • Yosys stat area: 10300 um^2
  • Avg Inst Size Synth: 7.569 um^2
  • Top cells, area: xnor2_1 (19%), nand4b_1 (16%), o221ai_1 (15%)
  • Ys Warns: 0
  • Top comb family, area: AND-OR/OR-AND gates
  • Post-synth seq share: 0%
  • Yosys cell types: 31
  • Adders+Majority by Area: 0%

Power and ir drop
  • PwrDens: roughly 200 nW/um^2
  • Leakage power: about 8 nW
  • VDD IR max: 0.1017 mV

Place
  • Post-detail-place hpwl: 42050 um
  • Routability-driven placement congestion ratio: 0.9142
  • Port bufs: 522

Hold path
  • Worst hold path class: primary input to output port
==> synthesized netlist by cell type, types with 26 or more instances <==
cell and n:
o221ai_1 182, or3b_1 26, nand2_1 67, nand4b_1 188
o21ai_0 28, mux2_2 82, clkbuf_1 102, buf_4 54
mux2i_1 68, nand2b_1 26, a21boi_0 26, buf_2 112
xnor2_1 225
==> critical path: stages <==
cell and delay (ns):
clkdlybuf4s50_1 0.43, or3b_4 0.47, o221ai_2 0.19, clkdlybuf4s50_1 0.51
==> logic make-up after synthesis <==
family                 after synthesis
XOR/XNOR                           232
buffers and inverters              315
multiplexers                       150
AND/OR/NAND/NOR                    349
AND-OR/OR-AND                      315
==> layer usage <==
metal	wire length (um)	vias up	track usage [%]
met5	23	-	0
met4	996	4	2.823
met3	3389	52	3.318
met2	26620	419	26.65
met1	21780	6349	19.25
li1	-	6359	-
==> final cells by class <==
class                      instances  share of cell area [%]
multi-input combinational       1046                   50.91
timing repair buffer             885                   44.32
tap                              688                   4.380
inverter                          18                  0.3438
antenna                            4                 0.05093
==> path summary, 6_finish.rpt <==
path	slack (ns)	cells after the start	endpoint	from
hold / removal	1.58	4	O2[25]	multiplicand[56]
setup / recovery	0.02	4	O7[21]	multiplier[28]
==> what timing repair did <==
action / CTS / global route
setup endpoints to repair: 319 / 114
cloned: 2 / 0
resized: 408 / 128
hold endpoints to repair: 0 / 0
pin swaps: 31 / 23
setup buffers: 43 / 46
==> power breakdown <==
group / switching, mW / leakage [nW] / total, mW / internal [mW]
sequential: 0 / 0 / 0 / 0
clock: 0 / 0.0000254 / 0.000000199 / 0.000000199
combinational: 1.58 / 8.03 / 3.84 / 2.26
total: 1.58 / 8.03 / 3.84 / 2.26
==> metrics by stage <==
| step | cells | worst slack [ns] | instance area [um^2] | hold WS, ns | total power, mW |
|---|---|---|---|---|---|
| floorplan | 1361 | 0.8657 | 10300 | 1.171 | 1.426 |
| finish | 2641 | 0.02194 | 19660 | 1.584 | 3.840 |
| CTS | 2592 | -0.2003 | 18900 | 1.824 | 3.778 |
| global placement | 2548 | -0.5450 | 17460 | 2.108 | 3.585 |
| detailed placement | 2548 | -0.5218 | 17460 | 2.103 | 3.598 |
| global route | 2640 | -0.02145 | 19650 | 1.636 | 4.112 |
No activity file was given, so power comes from the tool's default toggle rates.
